===== ./design.v =====
`timescale 1ns/10ps
module IOTDF( clk, rst, in_en, iot_in, fn_sel, busy, valid, iot_out);
input        clk;
input        rst;
input        in_en;
input  [7:0] iot_in;
input  [2:0] fn_sel;
output     busy;
output reg valid;
output reg [127:0] iot_out;
parameter GRAY2BIN = 3'b001; 
parameter FIR      = 3'b010; 
reg [9:0] counter;
reg [9:0] counter_delay1;
reg [9:0] counter_delay2;
reg [127:0] iot_data;
reg [127:0] prep_to_out;
reg [127:0] prep_to_output;
reg [127:0] wait_to;
always @(posedge clk or posedge rst) begin
    if(rst) begin
        counter <= 0;
    end else if(in_en) begin
        if (counter == 960) counter <= 0;
        else counter <= counter + 1;
    end else begin
        counter <= counter;
    end 
end
always @(posedge clk) begin
    if(in_en) begin
        counter_delay1 <= counter;
        counter_delay2 <= counter_delay1;
    end else begin
        counter_delay1 <= counter_delay1;
        counter_delay2 <= counter_delay2;
    end
end
always @(posedge clk or posedge rst) begin
    if(rst) begin
        iot_data <= 0;
    end else if(in_en) begin
        iot_data[7:0] <= iot_in;
        iot_data[127:8] <= iot_data[119:0];
        wait_to <= iot_data;
    end else begin
        iot_data <= iot_data;
        wait_to <= wait_to;
    end
end
integer idx;
always @(*) begin
    if(rst) begin
        prep_to_out = 0;
        prep_to_output = 0;
    end else if(in_en) begin
        if(fn_sel == GRAY2BIN) begin
            if (counter_delay1[3:0] == 15) begin
                prep_to_output = 0;
                prep_to_out[127] = iot_data[127];
                for (idx = 126; idx >= 0; idx = idx - 1) begin
                    prep_to_out[idx] = prep_to_out[idx + 1] ^ iot_data[idx];
                end
            end else begin
                prep_to_out = 0;
                prep_to_output = 0;
            end
        end else if(fn_sel == FIR) begin
            if (counter_delay1[3:0] == 15) begin
                prep_to_out = iot_data;
                prep_to_output = 0;
            end else if (counter_delay2[3:0] == 15) begin
                prep_to_out = wait_to;
                prep_to_output[127:120] = (((prep_to_out[127:120] * 8'd5) >> 3)+ 1) >> 1;
                prep_to_output[119:112] = ((((prep_to_out[119:112] * 8'd5)+(prep_to_out[127:120] * 8'd9)) >> 3)+ 1) >> 1;
                prep_to_output[111:104] = ((((prep_to_out[111:104] * 8'd5)+(prep_to_out[119:112] * 8'd9)+(prep_to_out[127:120] * 8'd2)) >>3)+ 1) >> 1;
                prep_to_output[103:96] = ((((prep_to_out[103:96] * 8'd5)+(prep_to_out[111:104] * 8'd9)+(prep_to_out[119:112] * 8'd2)) >>3)+ 1) >> 1;
                prep_to_output[95:88] = ((((prep_to_out[95:88] * 8'd5)+(prep_to_out[103:96] * 8'd9)+(prep_to_out[111:104] * 8'd2)) >>3)+ 1) >> 1;
                prep_to_output[87:80] = ((((prep_to_out[87:80] * 8'd5)+(prep_to_out[95:88] * 8'd9)+(prep_to_out[103:96] * 8'd2)) >>3)+ 1) >> 1;
                prep_to_output[79:72] = ((((prep_to_out[79:72] * 8'd5)+(prep_to_out[87:80] * 8'd9)+(prep_to_out[95:88] * 8'd2)) >>3)+ 1) >> 1;
                prep_to_output[71:64] = ((((prep_to_out[71:64] * 8'd5)+(prep_to_out[79:72] * 8'd9)+(prep_to_out[87:80] * 8'd2)) >>3)+ 1) >> 1;
                prep_to_output[63:56] = ((((prep_to_out[63:56] * 8'd5)+(prep_to_out[71:64] * 8'd9)+(prep_to_out[79:72] * 8'd2)) >>3)+ 1) >> 1;
                prep_to_output[55:48] = ((((prep_to_out[55:48] * 8'd5)+(prep_to_out[63:56] * 8'd9)+(prep_to_out[71:64] * 8'd2)) >>3)+ 1) >> 1;
                prep_to_output[47:40] = ((((prep_to_out[47:40] * 8'd5)+(prep_to_out[55:48] * 8'd9)+(prep_to_out[63:56] * 8'd2)) >>3)+ 1) >> 1;
                prep_to_output[39:32] = ((((prep_to_out[39:32] * 8'd5)+(prep_to_out[47:40] * 8'd9)+(prep_to_out[55:48] * 8'd2)) >>3)+ 1) >> 1;
                prep_to_output[31:24] = ((((prep_to_out[31:24] * 8'd5)+(prep_to_out[39:32] * 8'd9)+(prep_to_out[47:40] * 8'd2)) >>3)+ 1) >> 1;
                prep_to_output[23:16] = ((((prep_to_out[23:16] * 8'd5)+(prep_to_out[31:24] * 8'd9)+(prep_to_out[39:32] * 8'd2)) >>3)+ 1) >> 1;
                prep_to_output[15:8] = ((((prep_to_out[15:8] * 8'd5)+(prep_to_out[23:16] * 8'd9)+(prep_to_out[31:24] * 8'd2)) >>3)+ 1) >> 1;
                prep_to_output[7:0] = ((((prep_to_out[7:0] * 8'd5)+(prep_to_out[15:8] * 8'd9)+(prep_to_out[23:16] * 8'd2)) >>3)+ 1) >> 1;
            end else begin
                prep_to_out = 0;
                prep_to_output = 0;
            end
        end else begin
            prep_to_out = 0;
            prep_to_output = 0;
        end
    end else begin
        prep_to_out = 0;
        prep_to_output = 0;
    end
end
assign busy = 0;
always @(posedge clk or posedge rst) begin
    if(rst) begin
        valid <= 0;
    end else if(in_en) begin
        case(fn_sel)
            GRAY2BIN: begin
                if (counter_delay1[3:0] == 15) begin
                    valid <= 1;
                end else begin
                    valid <= 0;
                end
            end
            FIR: begin
                if (counter_delay2[3:0] == 15) begin
                    valid <= 1;
                end else begin
                    valid <= 0;
                end
            end
            default: begin
                valid <= 0;
            end
        endcase
    end
end
always @(posedge clk or posedge rst) begin
    if(rst) begin
        iot_out <= 0;
    end else if(in_en) begin
        case(fn_sel)
            GRAY2BIN: begin
                if (counter_delay1[3:0] == 15) begin
                    iot_out <= prep_to_out;
                end
            end
            FIR: begin
                if (counter_delay2[3:0] == 15) begin
                    iot_out <= prep_to_output;
                end 
            end
            default: begin
                iot_out <= 1'b0;
            end
        endcase
    end
end
endmodule

===== ./run.sh =====
#!/bin/bash
# OpenROAD 26Q1-2900-gdf79404cd8, Yosys 0.63+post, stock flow scripts
make -C /OpenROAD-flow-scripts/flow DESIGN_CONFIG=/design/flow/config.mk WORK_HOME=/design/flow/orfs finish

===== ./config.mk =====
export PLATFORM = sky130hd
export DESIGN_NAME = IOTDF
export DESIGN_NICKNAME = IOTDF
export VERILOG_FILES = /design/flow/design.v
export SDC_FILE = /design/flow/constraint.sdc
export NUM_CORES = 4
export LEC_CHECK = 1
export CORE_UTILIZATION = 40

===== ./constraint.sdc =====
current_design IOTDF

set clk_period 22.3
set clk_io_pct 0.2

create_clock -name clk0 -period $clk_period [get_ports {clk}]

set non_clock_inputs [all_inputs -no_clocks]
set_input_delay [expr $clk_period * $clk_io_pct] -clock clk0 $non_clock_inputs
set_output_delay [expr $clk_period * $clk_io_pct] -clock clk0 [all_outputs]

==> flow_metrics.env <==
# source this file to load flow results
export IMPL_cts_sinks=403
export IMPL_clockBufferDepth=3
export IMPL_drc=0
export IMPL_warning_count=28
export IMPL_ys_cells=3194
export IMPL_finalSetupViolCount=0
export IMPL_crit_required_ps=22780
export IMPL_syn_to_final_growth_pct=12.6
export IMPL_htree_num_levels=2
export IMPL_antenna_found_initial=0
export IMPL_fp_dieH_microns=299
export IMPL_netlist_instances=3194
export IMPL_vias=22200
export IMPL_num_antenna_cells=0
export IMPL_outcome="complete, no violations"
export IMPL_yosys_warnings=1
export IMPL_start_kind="input pin"
export IMPL_cts_resized=0
export IMPL_ys_seq_elements=403
export IMPL_grt_pass1_wl_mm=134
export IMPL_min_path_type="flip-flop to flip-flop"
export IMPL_portBuffers=142
export IMPL_coreArea_sq_um=87000
export IMPL_avgSynthCellArea_sq_um=11.0
export IMPL_routed_via_density=4.90
export IMPL_setup_tns_ps=0
export IMPL_worst_pin_slew_ps=811
export IMPL_arrival_ps=7530
export IMPL_io_pins=144
export IMPL_finClkSkew_ps=16.8
export IMPL_dieWidth_microns=299
export IMPL_cp_top_family="buffers and inverters"
export IMPL_finalHoldViolations=0
export IMPL_cts_setup_buffers=0
export IMPL_setup_ws_ps=15250
export IMPL_grt_max_degree=111
export IMPL_critical_path_class="input pin to flip-flop"
export IMPL_synthFlopType="dfrtp_1"
export IMPL_post_route_min_period_ps=7050
export IMPL_cts_hold_buffers=0
export IMPL_wl_per_cell_microns=18.4
export IMPL_cts_root_buf="clkbuf_16"
export IMPL_drt_total_wl_mm=83.5
export IMPL_crit_start="fn_sel[0]"
export IMPL_ant_nets=0
export IMPL_dp_slack_ps=14620
export IMPL_cp_buffers_inverters=4
export IMPL_grt_use_total_pct=20.5
export IMPL_netlist_area_leader_share_pct=18.9
export IMPL_grt_overflow=0
export IMPL_cp_slowest_cell="buf_4"
export IMPL_critPathMaxStageDelay_ps=630
export IMPL_dr_pass1_iters=4
export IMPL_cts_tree="built"
export IMPL_ys_async_sr_fraction_pct=66.3
export IMPL_drive_above_1_share_pct=7.11
export IMPL_crit_top_cell="buf_4"
export IMPL_ys_types=51
export IMPL_worstPathMaxFanout=73
export IMPL_layout_cells_most_common="inv_1"
export IMPL_fmax_ghz=0.142
export IMPL_maxSlewViolCount=0
export IMPL_drv_cap=0
export IMPL_place_congestion=0.906
export IMPL_grt_setup_unrepaired="false"
export IMPL_clkTransAtPathRegs_ps=60
export IMPL_hold_path_startpoint="counter_delay1[2]"
export IMPL_endpoint_kind="flip-flop"
export IMPL_crit_path_cell_trace="clkdlybuf4s50_1 -> nand2b_1 -> nor2b_1 -> a31oi_1 -> o21ai_4 -> buf_4 -> buf_4 -> buf_4 -> mux2_2"
export IMPL_initial_core_util_pct=40.5
export IMPL_dr_first_iter_drc_count=934
export IMPL_grt_pass1_vias=23200
export IMPL_dieArea_sq_um=89300
export IMPL_top_cells_by_area="dfrtp_1 19%, fa_1 17%, ha_1 16%"
export IMPL_fin_crit_sh_pct=31.6
export IMPL_regToRegStartpoint="iot_data[84]"
export IMPL_relSlewSlack_pct=45.8
export IMPL_postSynthSeqShare_pct=30.5
export IMPL_largest_area_cell="dfrtp_1"
export IMPL_ys_chip_area_sq_um=35300
export IMPL_rows=108
export IMPL_worstSkewPairLatency_ps=600
export IMPL_syn_area_sq_um=35300
export IMPL_numCtsBuffers=48
export IMPL_edf_count=136
export IMPL_hpwl_mm=64.6
export IMPL_final_layout_top_logic_cells="551 x inv_1, 450 x ha_1, 291 x fa_1"
export IMPL_final_util_pct=45.6
==> through the flow <==
| step | cells | hold slack (ps) | area [sq um] |
|---|---|---|---|
| floorplan | 3194 | 425 | 35300 |
| global placement | 4441 | 432 | 38100 |
| detailed placement | 4441 | 434 | 38100 |
| CTS | 4531 | 445 | 39700 |
| global route | 4531 | 459 | 39700 |
| finish | 4531 | 447 | 39700 |
==> kinds of logic after synthesis <==
kind of cell             synth area share [%]
AND-OR/OR-AND                            8.29
XOR/XNOR                                 13.2
adder cells (fa/ha/maj)                  32.5
buffers and inverters                    6.63
flip-flops                               30.5
multiplexers                             4.08
other                                  0.0106
AND/OR/NAND/NOR                          4.74
==> final timing paths <==
path                                          end  slack [ps]  cells after the start
worst max-delay path                  iot_out[83]       15250                      9
worst min-delay path            counter_delay2[2]         450                      0
min in group asynchronous            iot_out[118]        4640                      2
worst max register to register        iot_out[25]       16630                     12
max in group asynchronous             iot_out[42]       15800                      4
worst min register to register  counter_delay2[2]         450                      0
==> sequential cells by signal, summed over array words and instances, names as in the netlist <==
register / cells
iot_out: 128
iot_data: 128
wait_to: 128
counter: 10
counter_delay1: 4
valid: 1
counter_delay2: 4
==> Yosys cell counts (2+ instances only) <==
cell and n:
xnor2_2 3, nor3_1 31, a221oi_1 2, inv_1 552, xnor2_1 238, mux2i_1 2, nand3_1 48, xnor3_2 3
o22a_1 5, dfrtp_1 267, nor2_1 84, o31a_1 2, nand2b_1 3, buf_1 4, a31oi_1 2, clkbuf_1 65
a22oi_1 78, o22ai_1 8, a21o_1 18, nand2_1 150, o21ai_1 2, nor2b_1 5, a21oi_1 132, and3_1 20
and2_1 2, edfxtp_1 136, a22o_1 7, ha_1 450, and4b_1 14, fa_1 291, xor2_1 174, xor3_1 5
a2bb2oi_1 10, xnor3_1 35, o21bai_1 74, nand4_1 5, o21ai_0 128, mux2_2 126
==> worst register-to-register path: stages (launching register included) <==
cell	delay [ps]
dfrtp_1	570
xnor3_1	590
xnor2_2	380
xnor3_1	530
xnor3_1	360
xnor3_2	380
xnor3_2	620
xnor2_2	440
xor2_1	600
xnor2_1	370
xnor2_1	240
a22oi_1	320
o21ai_0	120
==> routing by layer <==
metal | part of all wire [%] | routed length, microns | GRT usage [%] | vias up
li1 | - | - | - | 10900
met1 | 43 | 36100 | 29.6 | 10700
met2 | 46 | 38400 | 31.5 | 517
met3 | 8.3 | 6900 | 7.06 | 95
met4 | 2.5 | 2120 | 4.15 | 0
met5 | 0 | 0 | 0 | -
==> layout make-up <==
cell class,count,area (sq um)
Timing Repair Buffer,162,1590
Sequential cell,403,10800
Clock buffer,67,1370
Fill cell,8003,47300
Inverter,552,2080
Tap cell,1155,1450
Clock inverter,23,258
Multi-Input combinational cell,2169,22200
